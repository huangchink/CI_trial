--- design/flow/config.mk ---
export PLATFORM = sky130hd
export DESIGN_NAME = usage_I2C_write_R_W
export DESIGN_NICKNAME = usage_I2C_write_R_W
export VERILOG_FILES = /design/flow/design.v
export SDC_FILE = /design/flow/constraint.sdc
export NUM_CORES = 4
export LEC_CHECK = 1
export CORE_AREA = 10 10 104 104
export DIE_AREA = 0 0 114 114
--- design/flow/constraint.sdc ---
current_design usage_I2C_write_R_W

set clk_period 2.1
set clk_io_pct 0.2

create_clock -name clk0 -period $clk_period [get_ports {clk_sys}]

set non_clock_inputs [all_inputs -no_clocks]
set_input_delay [expr $clk_period * $clk_io_pct] -clock clk0 $non_clock_inputs
set_output_delay [expr $clk_period * $clk_io_pct] -clock clk0 [all_outputs]
--- design/flow/design.v ---
`timescale 1ns / 1ps
module I2C_control_R_W(
  clk_sys,
  SCLK_100k,
  tick_I2C,
  rst_n,
  en,
  count,
  countEN,
  rstcount,
  ACK1,
  ACK2,
  ACK3,
  rstACK,
  SCLK,
  SCLK_temp,
  SHEN,
  LDEN,
  SDO,
  R_W
);
parameter IDLE  = 3'd0;
parameter GO    = 3'd1;
parameter START = 3'd2;
parameter WAIT  = 3'd3;
parameter SHIFT = 3'd4;
parameter STOP  = 3'd5;
parameter FINAL = 3'd6;
parameter END   = 3'd7;
input       clk_sys;
input       rst_n;
input       en;
input       SCLK_100k;
input       tick_I2C;
input       R_W; 
input [4:0] count;
output      ACK1;
output      ACK2;
output      ACK3;
output      SCLK_temp;
output      SHEN;
output      LDEN;
output      SDO;
output      countEN;
output      rstcount;
output      rstACK;
output      SCLK;
reg         ACK1;
reg         ACK2;
reg         ACK3;
reg         SCLK_temp;
reg         SHEN;
reg         LDEN;
reg         SDO;
reg         countEN;
reg         rstcount;
reg         rstACK;
wire        SCLK;
reg [2:0] fstate;
always@(posedge clk_sys or negedge rst_n)begin
  if(!rst_n)begin
    fstate <= IDLE;
  end
  else begin
    case(fstate)
      IDLE:begin
        if(en) fstate <= GO;
        else   fstate <= IDLE;
      end
      GO:begin
        if(tick_I2C)fstate <= START;
        else        fstate <= GO;
      end
      START:begin
        if(tick_I2C)fstate <= WAIT;
        else        fstate <= START;
      end
      WAIT:begin
        if(tick_I2C)fstate <= SHIFT;
        else        fstate <= WAIT;
      end
      SHIFT:begin
        if(!R_W)begin 
        if(count==5'd16&&tick_I2C)fstate <= STOP;
        else                      fstate <= SHIFT;
      end
      else begin 
        if(count==5'd25&&tick_I2C)fstate <= STOP;
        else                      fstate <= SHIFT;
      end
      end
      STOP:begin
        if(tick_I2C)fstate <= FINAL;
        else        fstate <= STOP;
      end
      FINAL:begin
        if(tick_I2C)fstate <= END;
        else        fstate <= FINAL;
      end
      END:begin
        if(tick_I2C)fstate <= IDLE;
        else        fstate <= END;
      end
    endcase
  end
end
always@(posedge clk_sys or negedge rst_n)begin
  if(!rst_n)begin
    SCLK_temp <= 1'b1;
    LDEN      <= 1'b0;
    SHEN      <= 1'b0;
    ACK1      <= 1'b0;
    ACK2      <= 1'b0;
    ACK3      <= 1'b0;
    SDO       <= 1'b1; 
    countEN   <= 1'b0;
    rstcount  <= 1'b0;
    rstACK    <= 1'b0;
  end
  else begin
    if(tick_I2C)begin
      case(fstate)
        IDLE:begin
          SCLK_temp <= 1'b1; 
          LDEN      <= 1'b0;
          SHEN      <= 1'b0;
          ACK1      <= 1'b0;
          ACK2      <= 1'b0;
          ACK3      <= 1'b0;
          SDO       <= 1'b1; 
          countEN   <= 1'b0;
          rstcount  <= 1'b0;
          rstACK    <= 1'b0;
        end
        GO:begin
          SCLK_temp <= 1'b1; 
          LDEN      <= 1'b1; 
          SHEN      <= 1'b0;
          ACK1      <= 1'b0;
          ACK2      <= 1'b0;
          ACK3      <= 1'b0;
          SDO       <= 1'b1; 
          countEN   <= 1'b0;
          rstcount  <= 1'b0;
          rstACK    <= 1'b0;
        end
        START:begin
          SCLK_temp <= 1'b1; 
          LDEN      <= 1'b0;
          SHEN      <= 1'b0;
          ACK1      <= 1'b0;
          ACK2      <= 1'b0;
          ACK3      <= 1'b0;
          SDO       <= 1'b0; 
          countEN   <= 1'b0;
          rstcount  <= 1'b0;
          rstACK    <= 1'b0;
        end
        WAIT:begin
          SCLK_temp <= 1'b1; 
          LDEN      <= 1'b0;
          SHEN      <= 1'b0;
          ACK1      <= 1'b0;
          ACK2      <= 1'b0;
          ACK3      <= 1'b0;
          SDO       <= 1'b0; 
          countEN   <= 1'b0;
          rstcount  <= 1'b0;
          rstACK    <= 1'b0;
        end
        SHIFT:begin
          SCLK_temp <= 1'b0; 
          LDEN      <= 1'b0;
          SHEN      <= 1'b1; 
          if(count==5'd7) ACK1 <= 1'b1;
          else            ACK1 <= 1'b0;
          if(count==5'd16)ACK2 <= 1'b1;
          else            ACK2 <= 1'b0;
          if(count==5'd25)ACK3 <= 1'b1;
          else            ACK3 <= 1'b0;
          SDO       <= 1'b1; 
          countEN   <= 1'b1; 
          if(!R_W)begin 
            if(count==5'd16)rstcount  <= 1'b1;
            else            rstcount  <= 1'b0;
          end
          else begin 
            if(count==5'd25)rstcount  <= 1'b1;
            else            rstcount  <= 1'b0;
          end
          rstACK    <= 1'b0;
        end
        STOP:begin
          SCLK_temp <= 1'b0; 
          LDEN      <= 1'b0;
          SHEN      <= 1'b0;
          ACK1      <= 1'b0;
          ACK2      <= 1'b0;
          ACK3      <= 1'b0;
          SDO       <= 1'b0; 
          countEN   <= 1'b0;
          rstcount  <= 1'b0;
          rstACK    <= 1'b0;
        end
        FINAL:begin
          SCLK_temp <= 1'b1; 
          LDEN      <= 1'b0;
          SHEN      <= 1'b0;
          ACK1      <= 1'b0;
          ACK2      <= 1'b0;
          ACK3      <= 1'b0;
          SDO       <= 1'b0; 
          countEN   <= 1'b0;
          rstcount  <= 1'b0;
          rstACK    <= 1'b0;
        end
        END:begin
          SCLK_temp <= 1'b1; 
          LDEN      <= 1'b0;
          SHEN      <= 1'b0;
          ACK1      <= 1'b0;
          ACK2      <= 1'b0;
          ACK3      <= 1'b0;
          SDO       <= 1'b1; 
          countEN   <= 1'b0;
          rstcount  <= 1'b0;
          rstACK    <= 1'b1; 
        end
      endcase
    end
    else begin
      SCLK_temp <= SCLK_temp;
      LDEN      <= LDEN;
      SHEN      <= SHEN;
      ACK1      <= ACK1;
      ACK2      <= ACK2;
      ACK3      <= ACK3;
      SDO       <= SDO;
      countEN   <= countEN;
      rstcount  <= rstcount;
      rstACK    <= rstACK;
    end
  end
end
endmodule
module I2C_write_R_W(
  clk_sys,
  rst_n,
  en,
  data_R,
  data_W,
  ACK,
  ACK1,
  ACK2,
  ACK3,
  rstACK,
  SCLK,
  SDA,
  ldnACK1,
  ldnACK2,
  ldnACK3,
  R_W,
  tick_I2C_neg
);
input        clk_sys;
input        rst_n;
input        en;
input        R_W;
input [26:0] data_R; 
input [17:0] data_W; 
output       ACK1;
output       ACK2;
output       ACK3;
output       tick_I2C_neg;
output       ACK;
output       rstACK;
output       SCLK;
output       ldnACK1;
output       ldnACK2;
output       ldnACK3;
reg          tick_I2C_neg;
reg          ACK1;
reg          ACK2;
reg          ACK3;
wire         ACK;
wire         rstACK;
wire         SCLK;
wire         ldnACK1;
wire         ldnACK2;
wire         ldnACK3;
inout        SDA;
reg  [4:0] count;
reg  [8:0] cnt_I2C;
reg        tick_I2C;
reg        SCLK_100k;
reg [26:0] regdata_R;
reg [17:0] regdata_W;
wire       SCLK_temp;
wire       SHEN;
wire       LDEN;
wire       SDO;
wire       countEN;
wire       rstcount;
wire       SEL;
assign SEL = (SHEN)?((!R_W)?(regdata_W[17]):(regdata_R[26])):(SDO);
assign SDA = (SEL)?(1'bz):(1'b0);
assign ACK = ACK1|ACK2|ACK3;
assign SCLK = (SHEN)?SCLK_100k:SCLK_temp;
I2C_control_R_W U0(
  .clk_sys(clk_sys),
  .SCLK_100k(SCLK_100k),
  .tick_I2C(tick_I2C),
  .rst_n(rst_n),
  .en(en),
  .count(count),
  .countEN(countEN),
  .rstcount(rstcount),
  .ACK1(ldnACK1),
  .ACK2(ldnACK2),
  .ACK3(ldnACK3),
  .rstACK(rstACK),
  .SCLK(SCLK),
  .SCLK_temp(SCLK_temp),
  .SHEN(SHEN),
  .LDEN(LDEN),
  .SDO(SDO),
  .R_W(R_W)
);
always@(posedge clk_sys or negedge rst_n)begin
  if(!rst_n)cnt_I2C <= 9'd0;
  else begin
    if(cnt_I2C<9'd499)cnt_I2C <= cnt_I2C + 9'd1; 
    else              cnt_I2C <= 9'd0;
  end
end
always@(posedge clk_sys or negedge rst_n)begin
  if(!rst_n)tick_I2C <= 1'b0;
  else begin
    if(cnt_I2C==9'd498)tick_I2C <= 1'b1;
    else               tick_I2C <= 1'b0;
  end
end
always@(posedge clk_sys or negedge rst_n)begin
  if(!rst_n)tick_I2C_neg <= 1'b0;
  else begin
    if(cnt_I2C==9'd249)tick_I2C_neg <= 1'b1;
    else               tick_I2C_neg <= 1'b0;
  end
end
always@(posedge clk_sys or negedge rst_n)begin
  if(!rst_n)SCLK_100k <= 1'b0;
  else begin
    if(cnt_I2C==9'd100)     SCLK_100k <= 1'b0;
    else if(cnt_I2C==9'd400)SCLK_100k <= 1'b1;
    else                    SCLK_100k <= SCLK_100k;
  end
end
always@(posedge clk_sys or negedge rst_n)begin
  if(!rst_n)begin
    count <= 5'd0;
  end
  else begin
    if(tick_I2C)begin
      if(rstcount)    count <= 5'd0;
      else if(countEN)count <= count + 5'd1;
      else            count <= count;
    end
    else count <= count;
  end
end
always@(posedge clk_sys or negedge rst_n)begin
  if(!rst_n)begin
    regdata_R <= 27'd0;
    regdata_W <= 18'd0;
  end
  else begin
    if(!R_W)begin
      if(tick_I2C)begin
        if(LDEN)     regdata_W <= data_W;
        else if(SHEN)regdata_W <= {regdata_W[16:0],1'b0};
        else         regdata_W <= regdata_W;
      end
      else regdata_W <= regdata_W;
    end
    else begin
      if(tick_I2C)begin
        if(LDEN)     regdata_R <= data_R;
        else if(SHEN)regdata_R <= {regdata_R[25:0],1'b0};
        else         regdata_R <= regdata_R;
      end
      else regdata_R <= regdata_R;
    end
  end
end
always@(posedge clk_sys or negedge rst_n)begin
  if(!rst_n)begin
    ACK1 <= 1'b0;
    ACK2 <= 1'b0;
    ACK3 <= 1'b0;
  end
  else if(rstACK&&tick_I2C)begin
    ACK1 <= 1'b0;
    ACK2 <= 1'b0;
    ACK3 <= 1'b0;
  end
  else begin
    if(ldnACK1&&tick_I2C)ACK1 <= SDA;
    else                 ACK1 <= ACK1;
    if(ldnACK2&&tick_I2C)ACK2 <= SDA;
    else                 ACK2 <= ACK2;
    if(ldnACK3&&tick_I2C)ACK3 <= SDA;
    else                 ACK3 <= ACK3;
  end
end
endmodule
module usage_I2C_write_R_W(
  en,
  clk_sys,
  rst_n,
  addr,
  data_i,
  SCLK,
  SDA,
  data_o
);
input         clk_sys;
input         rst_n;
input         en;
input   [7:0] addr;
input   [7:0] data_i;
inout         SDA;
output        SCLK;
output [15:0] data_o;
reg    [15:0] data_o;
wire          SCLK;
parameter IDLE  = 2'd0;
parameter SHIFT = 2'd1;
parameter STOP  = 2'd2;
reg  [1:0] fstate;
reg  [3:0] count;
reg [15:0] data_temp;
wire       ACK;
wire       rstACK;
wire       ldnACK1;
wire       ldnACK2;
wire       ldnACK3;
wire       tick_I2C_neg;
I2C_write_R_W U0(
  .clk_sys(clk_sys),
  .rst_n(rst_n),
  .en(en),
  .data_R({addr, 1'b1, 8'hff, 1'b0, 8'hff, 1'b1}), 
  .data_W({addr, 1'b1, data_i, 1'b1}), 
  .ACK(ACK),
  .ACK1(),
  .ACK2(),
  .ACK3(),
  .rstACK(rstACK),
  .SCLK(SCLK),
  .SDA(SDA),
  .ldnACK1(ldnACK1),
  .ldnACK2(ldnACK2),
  .ldnACK3(ldnACK3),
  .R_W(addr[0]),
  .tick_I2C_neg(tick_I2C_neg)
);
always@(posedge clk_sys or negedge rst_n)begin
  if(!rst_n)fstate <= IDLE;
  else begin
    case(fstate)
      IDLE:begin
        if(ldnACK1&&(addr[0])&&tick_I2C_neg)fstate <= SHIFT;
        else                                fstate <= IDLE;
      end
      SHIFT:begin
        if(count==4'd15&&tick_I2C_neg)fstate <= STOP;
        else                          fstate <= SHIFT;
      end
      STOP:begin
        fstate <= IDLE;
      end
      default:begin
        fstate <= IDLE;
      end
    endcase
  end
end
always@(posedge clk_sys or negedge rst_n)begin
  if(!rst_n)begin
    count     <= 4'd0;
    data_temp <= 16'd0;
    data_o    <= 16'd0;
  end
  else begin
    case(fstate)
      IDLE:begin
        count     <= 4'd0;
        data_temp <= data_temp;
      end
      SHIFT:begin
        if(!ldnACK2&&tick_I2C_neg)begin
          count     <= count + 4'd1;
          data_temp <= {data_temp[14:0], SDA};
        end
        else begin
          count     <= count;
          data_temp <= data_temp;
        end
      end
      STOP:begin
        count  <= 4'd0;
        data_o <= data_temp;
      end
      default:begin
        count     <= 4'dx;
        data_temp <= 16'hxx;
        data_o    <= 16'hxx;
      end
    endcase
  end
end
endmodule
--- design/flow/run.sh ---
#!/bin/bash
# OpenROAD 26Q1-2900-gdf79404cd8, Yosys 0.63+post, stock flow scripts
make -C /OpenROAD-flow-scripts/flow DESIGN_CONFIG=/design/flow/config.mk WORK_HOME=/design/flow/orfs finish
==> impl_report.txt <==
IMPLEMENTATION SUMMARY REPORT
----------------------------------------------------
[Final timing]
  Final Setup Violations ........................ 0
  Relative slew margins ........................ between 60% and 70%
  Worst-margin pin slew ........................ 0.586 ns
  Fin. Hold Viols ........................ 0
  Setup repair after global routing missed its margin ........................ false
  Post-route fraction of the period consumed by the critical path ........................ 90.8%
  Final-layout worst hold slack ........................ 0.495 ns
  Highest attainable clock frequency ........................ roughly 0.52 GHz
  Clock period minus worst slack ........................ ~1.9 ns
  Setup skew after layout ........................ a little under 0.005 ns
  Post-route setup TNS ........................ 0 ns
  Count of pins over their slew limit ........................ 0

[CTS]
  Number of buffers on the longest clock path ........................ 2
  TritonCTS clock tree ........................ yes
  Root cell of the clock tree ........................ sky130_fd_sc_hd__clkbuf_8
  CTS buffer count ........................ 3
  Insertion delay at the late pin of the worst-skew pair ........................ ~0.27 ns
  Number of instances resized during post-cts repair ........................ 0
  Hold_buf cts ........................ 0
  Deepest level of the CTS H-tree ........................ 1
  Clock input transition at the sequential cells of the worst setup and hold paths ........................ 0.10 ns
  Clk sink count ........................ 27
  Post-CTS Setup Bufs ........................ 0

[Routing]
  Total Wirelength ........................ between 2000 and 2500 µm
  Initial DRT Pass Iterations ........................ 4
  Tally of nets with antenna violations remaining after routing ........................ 0
  Average via count per standard cell ........................ about 3.7
  Total number of vias ........................ around 940
  Antenna diode instance count ........................ 0
  Number of design-rule violations left by the first detailed-router iteration ........................ between 40 and 50
  Post-route DRC violation count ........................ 0
  Post-DR wirelength/cell ........................ approximately 9.6 µm

[Power and ir drop]
  Reg power frac ........................ between 60% and 70%
  Areal power density over the cells ........................ ~540 nW/µm²
  Gate power share ........................ 2.3%
  Portion of total power attributed to the clock network ........................ between 30% and 40%
  Net switching component of the power ........................ around 180 µW
  P_leak ........................ between 0.0006 and 0.0007 µW
  Overall power ........................ between 800 and 900 µW
  Net switching fraction of the power ........................ 21.5%
  Internal Power ........................ about 660 µW
  Worst VDD drop ........................ 241 µV

[Die]
  Die X-Extent ........................ 114 µm
  Die Area ........................ between 10000 and 15000 µm²
  Cell Rows ........................ 34
  Die Ht ........................ 114 µm
  Core outline area ........................ ~8700 µm²
  FP Core Util ........................ ~16%
  IO Pins ........................ 37

[Global routing]
  Number of global-route vias before repair ........................ between 900 and 1000
  First-pass GRT wire length ........................ about 4300 µm
  Initial antenna violation count ........................ 0
  Maximum number of pins on one net before global-route repair ........................ 28
  Global-route usage over all layers ........................ ~3.8%
  Remaining Overflow, GRT ........................ 0

[Logic synthesis]
  Cell area after synthesis ........................ 1420 µm²
  Yosys Chip Area ........................ 1420 µm²
  Average size of a mapped cell ........................ 10.1 µm²
  Synth area leader ........................ sky130_fd_sc_hd__dfrtp_1
  Cell count after synthesis ........................ roughly 140
  Number of standard cells reported by yosys ........................ 141
  Synthesis-stage register bit count ........................ 27
  Share of Yosys cell area claimed by the top area cell type ........................ approximately 44%
  Synth Warn # ........................ 4
  Sequential element share of the synthesized area ........................ between 40 and 50%
  Netlist cell types ........................ 37
  Largest cells by area after synthesis ........................ sky130_fd_sc_hd__dfrtp_1 (44%), sky130_fd_sc_hd__buf_4 (9.0%), sky130_fd_sc_hd__ha_1 (5.3%)

[Worst setup path]
  Path type of the worst setup path ........................ reg2out
  Category of the worst setup path capture point ........................ output pin
  Startpoint types ........................ flip-flop
  Max FO, Critical Path ........................ 5
  CP required ........................ about 1.7 ns
  Data arrival time of the critical path ........................ roughly 1.5 ns

[Layout]
  Area added between synthesis and finish ........................ 10.5%
  Final core utilization ........................ between 10% and 20%
  Most frequent cells in the layout ........................ sky130_fd_sc_hd__dfrtp_1 (25), sky130_fd_sc_hd__conb_1 (17), sky130_fd_sc_hd__inv_1 (10), sky130_fd_sc_hd__o21ai_0 (10), sky130_fd_sc_hd__nand2_1 (8)
  Cell area after layout ........................ about 1600 µm²
  Most common logic cell in the routed design ........................ sky130_fd_sc_hd__dfrtp_1
  Fraction of layout instances using a drive strength above 1 ........................ under 10%

[Flow run]
  Max Cap Violations ........................ 0
  Tool warning count ........................ around 44

[Placed design]
  Post-placement cell area ........................ between 1500 and 2000 µm²
  RD Place Congestion ........................ between 0.7 and 0.8
  PortBufs ........................ 4
  Total half-perimeter wirelength after legalization and detailed placement ........................ approximately 1800 µm

[Run status]
  Outcome ........................ completed

[Hold path]
  Path category of the worst min-delay check ........................ reg2reg

----------------------------------------------------
[critical path, stage by stage, from the launching register on]
cell,delay [ns]
sky130_fd_sc_hd__dfrtp_1,0.44
sky130_fd_sc_hd__mux2_2,0.37
sky130_fd_sc_hd__clkdlybuf4s50_1,0.41
[cells by family after synthesis]
family,after synthesis,share of synthesized area [%]
mux,6,4.67
flops,27,47.8
other cells,1,0.264
buf+inv,30,12.7
compound gates,29,13.3
fa+ha+maj,6,5.29
simple gates,39,14.2
xor+xnor,3,1.85
[routing by layer]
layer,part of all wire (%),up-vias,track usage (%)
met5,0,-,0
met4,0,0,0
met3,3.9,0,1.22
met2,47,17,6.30
met1,49,454,4.96
li1,-,467,-
[synth_stat cells (all sizes together)]
master	number
or3	2
a22o	2
mux2i	1
a21oi	3
xnor2	1
dfstp	2
xor2	2
o21ai	11
buf	20
conb	1
nor3b	1
ha	6
o22ai	2
o2bb2ai	1
or4	1
a211oi	1
nor2	7
nand2	9
nor2b	4
a22oi	1
inv	10
nor4b	1
a31oi	2
o41ai	1
dfrtp	25
o211ai	2
and3	2
mux2	5
nor4	1
nand3	6
nand4	3
a41oi	1
nor3	2
o31ai	2
[power groups by stage]
| stage | registers, µW | clock network (µW) | logic, µW |
|---|---|---|---|
| finish | 520 | 303 | 19.3 |
| global route | 520 | 332 | 24.2 |
| CTS | 520 | 317 | 21.6 |
[final timing paths]
kind	from	end	slack, ns	cells after the start
min in group asynchronous	rst_n	U0.count[0]	0.51	2
hold reg to reg	U0.U0.SCLK_temp	U0.U0.SCLK_temp	0.49	2
setup reg to reg	U0.tick_I2C	U0.count[4]	0.61	2
setup / recovery	U0.U0.SHEN	SCLK	0.19	2
hold / removal	U0.U0.SCLK_temp	U0.U0.SCLK_temp	0.49	2
max in group asynchronous	rst_n	U0.U0.fstate[0]	1.29	2
[cell type report]
type | instances | area (µm²)
clock buffer | 3 | 41.3
clock inverter | 1 | 7.51
fill | 969 | 7110
inverter | 10 | 37.5
multi-input combinational | 100 | 622
sequential | 27 | 678
tap | 108 | 135
timing repair buffer | 5 | 47.5
[per-stage QoR]
| step | setup slack [ns] | instances |
|---|---|---|
| 2_1_floorplan | 0.839 | 157 |
| 3_3_place_gp | 0.489 | 250 |
| 3_5_place_dp | 0.494 | 250 |
| 4_1_cts | 0.160 | 254 |
| 5_1_grt | 0.134 | 254 |
| 6_report | 0.192 | 254 |
Power is estimated from default activity; no workload was simulated.
