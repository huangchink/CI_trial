<file path="flow/design.v">
module adder(
    input  [3:0] a,
    input  [3:0] b,
    output [4:0] sum
);
    assign sum = a + b;
endmodule
</file>
<file path="flow/run.sh">
#!/bin/bash
# OpenROAD 26Q1-2900-gdf79404cd8, Yosys 0.63+post, stock flow scripts
make -C /OpenROAD-flow-scripts/flow DESIGN_CONFIG=/design/flow/config.mk WORK_HOME=/design/flow/orfs finish
</file>
<file path="flow/config.mk">
export PLATFORM = sky130hd
export DESIGN_NAME = adder
export DESIGN_NICKNAME = adder
export VERILOG_FILES = /design/flow/design.v
export SDC_FILE = /design/flow/constraint.sdc
export NUM_CORES = 4
export LEC_CHECK = 1
export CORE_AREA = 10 10 70 70
export DIE_AREA = 0 0 80 80
</file>
<file path="flow/constraint.sdc">
current_design adder

set clk_period 1.9
set clk_io_pct 0.2

create_clock -name clk0 -period $clk_period

set non_clock_inputs [all_inputs -no_clocks]
set_input_delay [expr $clk_period * $clk_io_pct] -clock clk0 $non_clock_inputs
set_output_delay [expr $clk_period * $clk_io_pct] -clock clk0 [all_outputs]
</file>
==> tab_implementation.tex <==
% Yosys + OpenROAD metrics
\begin{tabular}{lr}
\hline
Metric & Value \\
\hline
\multicolumn{2}{l}{\textbf{Status}} \\
\quad Run status & finished clean \\
\multicolumn{2}{l}{\textbf{Detailed routing}} \\
\quad Top sig layer & met3 \\
\quad Via count & between 150 and 200 \\
\quad Post-DR vias/cell & 2.08 \\
\quad Wire length on met1 & approximately 250 um \\
\quad Detailed-routed wire length on met2 & approximately 170 um \\
\quad Violation tally from detailed-route iteration zero & 0 \\
\quad Drt drc & 0 \\
\quad Total length of routed wires & between 500 and 600 um \\
\quad Number of nets still failing antenna checks after routing & 0 \\
\quad Post-detailed-route wirelength per cell & 7.28 um \\
\quad Amount of wire on met3 after detailed routing & about 130 um \\
\quad ANT cells & 0 \\
\quad Number of iterations in the first detailed-routing pass & 1 \\
\multicolumn{2}{l}{\textbf{Power and ir drop}} \\
\quad Power density over cell area & 221 nW/um\^{}2 \\
\quad Leak Pwr & roughly 0.00014 uW \\
\quad Power consumption & 76.0 uW \\
\quad Maximum vdd ir drop & 35.6 uV \\
\multicolumn{2}{l}{\textbf{Global route}} \\
\quad Overflow left after global routing & 0 \\
\quad Total routing usage reported by global routing & under 10\% \\
\quad Vias in the first global route & between 150 and 200 \\
\quad First-pass GRT wire length & a little over 800 um \\
\quad Pin count of the biggest net entering global routing & 4 \\
\quad Antenna violations before repair & 0 \\
\multicolumn{2}{l}{\textbf{Final timing}} \\
\quad Setup violations, final & 0 \\
\quad Measured slew at the worst slew-check pin & approximately 150 ps \\
\quad Final slew viol count & 0 \\
\quad Post-layout minimum cycle time & 1840 ps \\
\quad Number of endpoints with negative hold slack in the final report & 0 \\
\quad Share of the clock period used by the worst path & roughly 97\% \\
\quad Maximum clock rate & approximately 0.54 GHz \\
\quad Worst rel slew slack & 90.2\% \\
\quad Unrepaired setup endpoints after global routing & no \\
\multicolumn{2}{l}{\textbf{Setup path}} \\
\quad Arrival @ worst endpoint & approximately 1500 ps \\
\quad Largest driver fanout on the critical path & 2 \\
\quad Required time at the endpoint of the critical path & around 1500 ps \\
\quad Worst setup SP type & input pin \\
\quad Critical path capture point type & primary output \\
\quad Classification of the worst setup path & in -> out \\
\multicolumn{2}{l}{\textbf{Die}} \\
\quad Total die size & approximately 6400 um\^{}2 \\
\quad Die X & about 80 um \\
\quad \# IOs & 13 \\
\quad Starting density of the core & between 3 and 4\% \\
\quad Row count & 21 \\
\quad Chip height & around 80 um \\
\quad Core box area & between 3000 and 4000 um\^{}2 \\
\multicolumn{2}{l}{\textbf{Place}} \\
\quad Final HPWL from detailed placement & 482 um \\
\quad Number of buffer cells added on primary ports & 13 \\
\quad Routability-driven placement congestion ratio & 0.771 \\
\quad Cell count after placement & 75 \\
\multicolumn{2}{l}{\textbf{Synth}} \\
\quad Count of mapped cells out of synthesis & 16 \\
\quad Count of different cell masters after synthesis & 9 \\
\quad Part of the Yosys area used for sequential elements & 0\% \\
\quad Total of warnings raised by yosys & 0 \\
\quad Combined area of all synthesized cells & between 100 and 150 um\^{}2 \\
\quad Yosys chip area & 136 um\^{}2 \\
\quad Post-synthesis average cell area & 8.52 um\^{}2 \\
\quad \# Cells Yosys & 16 \\
\multicolumn{2}{l}{\textbf{Layout}} \\
\quad Most frequently placed logic cells in the final layout & 5 x sky130\_fd\_sc\_hd\_\_dlygate4sd2\_1, 3 x sky130\_fd\_sc\_hd\_\_ha\_4, 3 x sky130\_fd\_sc\_hd\_\_clkdlybuf4s50\_1 \\
\quad Dominant logic cell type in the layout & sky130\_fd\_sc\_hd\_\_dlygate4sd2\_1 \\
\quad Relative area change from synthesis to final layout & 152\% \\
\quad Layout clock buffers & 0 \\
\quad Count of placed standard cells in the final layout, fillers left out & 75 \\
\quad Layout cells sized above 1 & 44.8\% \\
\quad Final Core Density & 10.1\% \\
\quad Final sequential cell count & 0 \\
\quad Seq. cell area & 0 um\^{}2 \\
\quad Number of filler cells placed in the layout & about 400 \\
\multicolumn{2}{l}{\textbf{Clock tree}} \\
\quad Number of hold-repair buffers added at the cts stage & 0 \\
\quad Post-CTS setup-driven buffer insertion count & 0 \\
\multicolumn{2}{l}{\textbf{Worst hold path}} \\
\quad Worst Min Path Start & b[2] \\
\quad End point of the most critical hold path & sum[4] \\
\quad Number of cells on the worst hold path & 5 \\
\quad Worst min path class & in -> out \\
\multicolumn{2}{l}{\textbf{Flow run}} \\
\quad Number of max-capacitance violations reported & 0 \\
\quad Number of warnings the tools reported & 32 \\
\hline
\end{tabular}
power by group:
| group | total (uW) | internal (uW) | switching [uW] |
|---|---|---|---|
| sequential | 0 | 0 | 0 |
| combinational | 76.0 | 49.2 | 26.8 |
| clock | 0 | 0 | 0 |
| total | 76.0 | 49.2 | 26.8 |
worst max-delay path by stage:
stage,start,to,slack [ps],cells after the start
after global routing,a[0],sum[2],10,6
final,a[0],sum[1],60,6
after CTS,a[1],sum[4],10,7
per-stage QoR:
stage / setup WS, ps / setup TNS [ps] / instance area (um^2) / hold slack, ps
2_1_floorplan: 349 / 0 / 136 / 832
3_3_place_gp: -720 / -2480 / 324 / 1810
3_5_place_dp: -780 / -2560 / 324 / 1800
4_1_cts: 10.6 / 0 / 342 / 1400
5_1_grt: 10.7 / 0 / 344 / 1390
6_report: 60.3 / 0 / 344 / 1350
Yosys cell counts:
cell type	number	share of area (%)
sky130_fd_sc_hd__ha_1	4	37
sky130_fd_sc_hd__inv_1	4	11
sky130_fd_sc_hd__xnor2_1	2	13
sky130_fd_sc_hd__a21o_1	1	5.5
sky130_fd_sc_hd__a21oi_2	1	6.4
sky130_fd_sc_hd__fa_1	1	15
sky130_fd_sc_hd__nand2b_1	1	4.6
sky130_fd_sc_hd__nor2b_1	1	4.6
sky130_fd_sc_hd__o21ai_0	1	3.7
metal layers:
metal | vias to the layer above | GRT usage, %
li1 | 77 | -
met1 | 68 | 2.05
met2 | 11 | 2.01
met3 | 0 | 1.36
met4 | 0 | 0
met5 | - | 0
final cells by class:
class | instances | area [um^2] | area share (%)
Inverter | 4 | 15.0 | 4.36
Multi-Input combinational cell | 12 | 164 | 47.6
Tap cell | 46 | 57.6 | 16.7
Timing Repair Buffer | 13 | 108 | 31.3
cells by family (layout without fill, tap and decap cells):
kind of cell,Yosys count,count (layout),share of synthesized area (%)
adders and majority gates,5,5,51.4
and+or+nand+nor,2,2,9.18
AOI/OAI and AO/OA,3,3,15.6
buffers and inverters,4,17,11.0
xor gates and xnor gates,2,2,12.8
what timing repair did:
action / in CTS / in global routing
setup endpoints to repair: 5 / 1
resized: 27 / 6
gates cloned: 0 / 0
pin swaps: 6 / 3
critical path, cell delays in order:
cell	delay (ps)
sky130_fd_sc_hd__buf_4	100
sky130_fd_sc_hd__ha_4	130
sky130_fd_sc_hd__inv_2	40
sky130_fd_sc_hd__fa_2	540
sky130_fd_sc_hd__inv_1	30
sky130_fd_sc_hd__dlygate4sd2_1	230
Power figures rest on the tool's default switching activity, not on a simulated workload.
